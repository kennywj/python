### design/flow/config.mk
export PLATFORM = sky130hd
export DESIGN_NAME = mac
export DESIGN_NICKNAME = mac
export VERILOG_FILES = /design/flow/design.v
export SDC_FILE = /design/flow/constraint.sdc
export NUM_CORES = 4
export LEC_CHECK = 1
export CORE_UTILIZATION = 30
### design/flow/run.sh
#!/bin/bash
# OpenROAD 26Q1-2900-gdf79404cd8, Yosys 0.63+post, stock flow scripts
make -C /OpenROAD-flow-scripts/flow DESIGN_CONFIG=/design/flow/config.mk WORK_HOME=/design/flow/orfs finish
### design/flow/constraint.sdc
current_design mac

set clk_period 2.9
set clk_io_pct 0.2

create_clock -name clk0 -period $clk_period [get_ports {clk}]

set non_clock_inputs [all_inputs -no_clocks]
set_input_delay [expr $clk_period * $clk_io_pct] -clock clk0 $non_clock_inputs
set_output_delay [expr $clk_period * $clk_io_pct] -clock clk0 [all_outputs]
### design/flow/design.v
`timescale 1ns/1ps
module mac(
input clk, rst_n,
input [3:0] ina, inb, coef,
output reg [7:0] mac_out
);
reg [3:0] ina_reg, inb_reg, coef_reg;
reg [7:0] shift2_reg;
reg [7:0] mul_reg;
always @(posedge clk, negedge rst_n) begin
	if (!rst_n) begin
		ina_reg <= 0;
		inb_reg <= 0;
		coef_reg <= 0;
	end else begin
		ina_reg <= ina;
		inb_reg <= inb;
		coef_reg <= coef;
	end
end
always @(posedge clk, negedge rst_n) begin
	if (!rst_n) begin
		shift2_reg <= 0;
		mul_reg <= 0;
	end else begin
		shift2_reg <= coef_reg * 2;  
		mul_reg <= ina_reg * inb_reg;
	end
end
always @(posedge clk, negedge rst_n) begin
	if (!rst_n) begin
		mac_out <= 0;
	end else begin
		mac_out <= shift2_reg + mul_reg;
	end
end
endmodule
==> CHANGELOG.md <==
## Flow update

- Most frequent cell after synthesis: dfrtp_1
- Highest clock rate: 0.390 GHz
- CP Cell Sequence: nand2_1 -> fa_1 -> inv_1 -> fa_1 -> ha_1 -> a211oi_2 -> o21bai_1 -> a21oi_1 -> xnor2_1
- Final Util: 0.403
- Post-synth ARST share: 1.00
- Mux frac, synth: 0
- Routed wire length: 1690 um
- Yosys cell count: 103
- Setup CP Type: reg -> reg
- Placement Setup Slack: 321 ps
- Slowest stage cell, crit path: fa_1
- Port bufs: 21
- Number of synthesized flops with an enable pin: 0
- Clock-pin slew on the worst setup and hold paths: 60 ps
- Worst Max-Slew Pin Slew: 376 ps
- Post-CTS sizing: 0
- Adder Share, Synth: 0.212
- FILL cells: 403
- Ys flops: 32
- Worst skew pair latency: 270 ps
- RSZ-0062 raised after global routing: no
- Grt ovf: 0
- Cell Count, Final, Fillers Out: 185
- CP Launch Type: register
- Final TNS setup: 0 ps
- Avg WL per Cell: 9.13 um
- Global-route wire length before repair: 3140 um
- Total power: 1.13 mW
- Worst-path fanout max: 4
- CTS Hold Buffers Added: 0
- Main flop type: dfrtp_1
- Rel. slew slack: 0.749
- Clock net sink count: 32
- Unique cell types: 19
- Site Rows: 24
- Final setup margin: 339 ps
- Dominant cell area share: 0.565
- Synthesized area: 0.00142 sq mm
- Status: finished clean
- LEAKAGE: 0.853 nW
- Max-Cap Viols: 0
- OpenROAD warnings: 25
- Placed Cells incl. Taps: 177
- Fin Clk Skew: 5.71 ps
- Iteration count of the initial detailed-routing pass: 19
- Period utilisation layout: 0.883
- Max rail drop VDD: 0.267 mV
- Dpl hpwl: 1300 um
- Core Util at FP: 0.319
- Simple share: 0.0821
- CTS max path bufs: 2
- Syn Area/Cell: 13.8 sq um
- Die y size: 70.7 um
- Vias per cell: 4.23
- Slowest stage delay, CP: 530 ps
- Total Routing Usage GR: 0.0792
- Post-Syn Instances: 103
- Register area: 801 sq um
- Tmin final: 2560 ps
- Hold Path Class: reg -> reg
- CP endpoint kind: register
- Compound-cell area share of the yosys netlist: 0.0671
- Vias in the first global route: 789
- Largest net degree at the start of global routing: 33
- IO Pins: 22
- Top cells by count: dfrtp_1, ha_1, and2_1, inv_1, xnor2_1
- Top cells by area: dfrtp_1, ha_1, fa_1
- Diodes inserted: 0
- Gp weighted congestion: 0.811
- Num CTS Buffers: 5
- Final setup violation count: 0
- Dominant comb cell: adder cells
- Vias post-DR: 783
- Slew Viols, Final: 0
- Core Region: 0.00444 sq mm
- Design Area, Final: 0.00179 sq mm
- Post-DP Area: 0.00170 sq mm
- DIE AREA: 0.00500 sq mm
- P&R area growth vs syn: 26.3%
- Cell Pwr Density: 629 mW/mm^2
- Detail Route Antenna Nets: 0
- Top cell type by total area after synthesis: dfrtp_1
- Die W: 70.7 um
- Final tally of hold violations: 0
- H-tree depth: 2
- Most used cell, CP: fa_1
- Syn. warnings: 1
- Layout cells sized above 1: 0.0677
- XOR-XNOR Cells, Area Fraction: 0.0556
- DRC errors left: 0
- Chip area line of the yosys report: 0.00142 sq mm
- Root buf cell: clkbuf_8
- TritonCTS clock tree: done
- Setup bufs post-CTS: 0
- Critical path data arrival time: 2760 ps
- Initial antenna violation count: 0
- Register area share after synthesis: 0.565
- Final Hold Slack: 346 ps
- Initial drt markers: 24
- Crit path required time: 3100 ps
- Comb area: 591 sq um
[final cells by class]
| cell class | count | share of cell area |
|---|---|---|
| Multi-Input combinational cell | 64 | 0.330 |
| Timing Repair Buffer | 22 | 0.122 |
| Clock buffer | 8 | 0.0503 |
| Tap cell | 52 | 0.0363 |
| Sequential cell | 32 | 0.447 |
| Inverter | 7 | 0.0147 |
[kinds of logic (layout without fill, tap and decap cells)]
logic type | Yosys count | count (layout)
AOI/OAI and AO/OA | 13 | 13
xor gates and xnor gates | 9 | 9
adders and majority gates | 21 | 21
buffers and inverters | 7 | 37
DFF | 32 | 32
and+or+nand+nor | 21 | 21
[worst paths after layout]
check / from / slack [ps] / depth (start not counted) / end
hold reg to reg: coef_reg[2] / 350 / 0 / shift2_reg[3]
max in group asynchronous: rst_n / 1930 / 2 / ina_reg[3]
hold / removal: coef_reg[2] / 350 / 0 / shift2_reg[3]
setup reg to reg: ina_reg[0] / 340 / 9 / mul_reg[7]
setup / recovery: ina_reg[0] / 340 / 9 / mul_reg[7]
min in group asynchronous: rst_n / 690 / 2 / mac_out[7]
[layout by cell type (no fill, tap or decap), types with 2 or more instances in the layout]
cell type,count
dfrtp_1,32
clkdlybuf4s50_1,21
ha_1,16
and2_1,13
inv_1,7
xnor2_1,6
clkbuf_8,6
fa_1,5
a21oi_1,4
nand2_1,4
xor2_1,3
nand3_1,2
o21bai_1,2
a21o_1,2
clkbuf_1,2
[power breakdown]
part / leakage [nW] / internal [mW] / total (mW) / switching [mW]
clock network: 0.0455 / 0.193 / 0.329 / 0.136
registers: 0.382 / 0.517 / 0.545 / 0.0281
logic: 0.425 / 0.157 / 0.251 / 0.0940
total: 0.853 / 0.867 / 1.13 / 0.259
[per-layer routing]
| metal | vias to the layer above | routed length [um] | track usage |
|---|---|---|---|
| li1 | 400 | - | - |
| met1 | 355 | 743 | 0.103 |
| met2 | 21 | 797 | 0.132 |
| met3 | 7 | 113 | 0.0275 |
| met4 | 0 | 35 | 0.0156 |
| met5 | - | 0 | 0 |
[critical path: cells and delay by family, from the launching register on]
kind / cells / cell delay [ps]
adder cells (fa/ha/maj): 3 / 1390
AND-OR/OR-AND: 3 / 480
flip-flops: 1 / 360
XOR/XNOR: 1 / 130
AND/OR/NAND/NOR: 1 / 80
buffers and inverters: 1 / 50
Power is estimated from default activity; no workload was simulated.
